==> design/flow/design.v <==
module	Module_FrequencyDivider	(	clk_in,
					period,
					clk_out);
input		clk_in;
input	[29:0]	period;
output		clk_out;
reg		clk_out;
reg	[29:0]	counter;
always @(posedge clk_in) begin
	if (counter >= (period - 1)) begin
		counter <= 0;
		clk_out <= ~clk_out;
	end else
		counter <= counter + 1;
end
endmodule
module	Module_Counter_8_bit	(	clk_in,
					limit,
					out,
					carry);
input		clk_in;
input	[7:0]	limit;
output	[7:0]	out;
output		carry;
reg	[7:0]	out;
reg		carry;
always @(posedge clk_in) begin
	if (out >= (limit - 8'b00000001)) begin
		out <= 0;
		carry <= 1;
	end else if (out == 0) begin
		out <= 1;
		carry <= 0;
	end else
		out <= out + 1;
end
endmodule
module	Module_SynchroCounter_8_bit_SR	(	qzt_clk,
						clk_in,
						reset,
						set,
						presetValue,
						limit,
						out,
						carry);
input		qzt_clk;
input		clk_in;
input		reset;
input		set;
input	[7:0]	presetValue;
input	[7:0]	limit;
output	[7:0]	out;
output		carry;
reg	[7:0]	out;
reg		carry;
reg		clk_in_old;
always @(posedge qzt_clk) begin
	if (reset) begin
		out <= 0;
		carry <= 0;
	end else if (set) begin
		out <= presetValue;
		carry <= 0;
	end else if (!clk_in_old & clk_in) begin
		if (out >= (limit - 8'b00000001)) begin
			out <= 0;
			carry <= 1;
		end else if (out == 0) begin
			out <= 1;
			carry <= 0;
		end else
			out <= out + 1;
	end
	clk_in_old <= clk_in;
end
endmodule
module	Module_Ladder_8_bit_SR	(	qzt_clk,
						clk_in,
						pulse_up,
						pulse_down,
						reset,
						set,
						presetValue,
						limit,
						out,
						carry);
input		qzt_clk;
input		clk_in;
input		pulse_up;
input		pulse_down;
input		reset;
input		set;
input	[7:0]	presetValue;
input	[7:0]	limit;
output	[7:0]	out;
output		carry;
reg	[7:0]	out;
reg		carry;
reg		clk_in_old;
reg 	pulse_down_old;
reg 	pulse_up_old ;
always @(posedge qzt_clk) begin
	if (reset) begin
		out <= 0;
		carry <= 0;
	end else if (set) begin
		out <= presetValue;
		carry <= 0;
	end else if (!clk_in_old & clk_in) begin
		if (pulse_up && !pulse_up_old) begin
			if (out >= (limit - 8'b00000001)) begin
				out <= 0;
				carry <= 1;
			end else begin
				out <= out + 1;
			end
		end
		if (pulse_down && !pulse_down_old) begin
			if (out == 0) begin
				out <= limit - 8'b00000001;
			end else begin
				out <= out - 1;
			end
		end
		if(carry)
			carry<=0;
		pulse_down_old <= pulse_down;
		pulse_up_old <= pulse_up;
	end
	clk_in_old <= clk_in;
end
endmodule
module	Module_Multiplexer_2_input_8_bit_sync	(	clk_in,
							address,
							input_0,
							input_1,
							mux_output);
input		clk_in;
input		address;
input	[7:0]	input_0;
input	[7:0]	input_1;
output	[7:0]	mux_output;
reg	[7:0]	mux_output;
always @(posedge clk_in) begin
	mux_output <= (address)? input_1 : input_0;
end
endmodule
module Module_Monostable	(	clk_in,
					monostable_input,
					N,
					monostable_output);
input		clk_in;
input		monostable_input;
input	[27:0]	N;
output		monostable_output;
reg		monostable_output;
reg		monostable_input_old;
reg 	[27:0]	counter;
always @(posedge clk_in) begin
	if (counter == 0) begin
		if (!monostable_input_old & monostable_input) begin
			counter <= ((N)? N : 28'b0000000011110100001001000000) - 1;
			monostable_output <= 1;
		end else
			monostable_output <= 0;
	end else
		counter <= counter - 1;
	monostable_input_old <= monostable_input;
end
endmodule
module Module_Monostable_enforced	(	clk_in,
					monostable_input,
					N,
					monostable_output);
input		clk_in;
input		monostable_input;
input	[27:0]	N;
output		monostable_output;
reg		monostable_output;
reg		monostable_input_old;
reg 	[27:0]	counter;
always @(posedge clk_in) begin
	if (counter == 0) begin
		if (!monostable_input_old & monostable_input) begin
			counter <= ((N)? N : 28'b0000000011110100001001000000) - 1;
			monostable_output <= 1;
		end else
			monostable_output <= 0;
	end else if(monostable_input)begin
		counter <= ((N)? N : 28'b0000000011110100001001000000) - 1;
	end else
		counter <= counter - 1;
	monostable_input_old <= monostable_input;
end
endmodule
module Module_ToggleFlipFlop	(	clk_in,
					ff_input,
					ff_output);
input		clk_in;
input		ff_input;
output		ff_output;
reg		ff_output;
reg		ff_input_previous;
always @(posedge clk_in) begin
	if (!ff_input_previous & ff_input) begin
		ff_output <= ~ff_output;
	end
	ff_input_previous <= ff_input;
end
endmodule
module	Module_Latch_16_bit	(	clk_in,
					holdFlag,
					twoByteInput,
					twoByteOuput);
input		clk_in;
input		holdFlag;
input	[15:0]	twoByteInput;
output	[15:0]	twoByteOuput;
reg	[15:0]	twoByteOuput;
always @(posedge clk_in) begin
	if (!holdFlag) twoByteOuput <= twoByteInput;
end
endmodule
==> design/flow/run.sh <==
#!/bin/bash
# OpenROAD 26Q1-2900-gdf79404cd8, Yosys 0.63+post, stock flow scripts
make -C /OpenROAD-flow-scripts/flow DESIGN_CONFIG=/design/flow/config.mk WORK_HOME=/design/flow/orfs finish
==> design/flow/config.mk <==
export PLATFORM = sky130hd
export DESIGN_NAME = Module_Monostable
export DESIGN_NICKNAME = Module_Monostable
export VERILOG_FILES = /design/flow/design.v
export SDC_FILE = /design/flow/constraint.sdc
export NUM_CORES = 4
export LEC_CHECK = 1
export CORE_UTILIZATION = 40
==> design/flow/constraint.sdc <==
current_design Module_Monostable

set clk_period 9.0
set clk_io_pct 0.2

create_clock -name clk0 -period $clk_period [get_ports {clk_in}]

set non_clock_inputs [all_inputs -no_clocks]
set_input_delay [expr $clk_period * $clk_io_pct] -clock clk0 $non_clock_inputs
set_output_delay [expr $clk_period * $clk_io_pct] -clock clk0 [all_outputs]
==> flow_summary.json <==
{
  "area_delta_synth_final_pct": 20.2,
  "dp.cells": 356,
  "peakVddDrop_mv": 0.100,
  "synth_warnings": 1,
  "powerDensity_nw_per_um2": 167,
  "reg2reg_from": "counter[5]",
  "fp.coreArea_um2": 5610,
  "common_cells": "36 x nor2_1, 29 x edfxtp_1, 22 x a21oi_1",
  "vias": 2122,
  "ys_seq_share_pct": 37.6,
  "logic_area_um2": 1410,
  "antenna_found_initial": 0,
  "clock_path_buffers": 2,
  "synth.distinct_cells": 59,
  "layout.cells.non_filler": 364,
  "h-tree-depth": 2,
  "worst_setup_path_start_kind": "input pin",
  "portBuffers": 30,
  "end_kind": "flop",
  "wl_per_cell_um": 17.1,
  "critPathKind": "input pin to flop",
  "cts_resized": 0,
  "synthCells": 259,
  "period_used_pct": 50.7,
  "clkLatencyLatePin_ns": 0.29,
  "hold_viol": 0,
  "cap_viol_max_count": 0,
  "cts_root_buf": "clkbuf_8",
  "dieArea_um2": 6230,
  "clock_sinks": 30,
  "hpwl_mm": 4.74,
  "edf_count": 29,
  "rsz0062_at_grt": "no",
  "synth_stat.cells": 259,
  "yosysChipArea_um2": 2370,
  "grt_pass1_wl_mm": 10.4,
  "final_core_util_pct": 50.8,
  "required_ns": 9.04,
  "syn_area_um2": 2370,
  "cts_tree": "yes",
  "die_h_um": 78.9,
  "ant_nets": 0,
  "skew_ns": 0.00696,
  "cp_max_fo": 16,
  "grt_pass1_vias": 2014,
  "cp.arrival_ns": 4.60,
  "drc": 0,
  "maxSlewViolCount": 0,
  "openroad.warnings": 25,
  "synth_top_cell_by_count": "nor2_1",
  "wl_mm": 6.22,
  "ff_type": "edfxtp_1",
  "leakage_nw": 0.943,
  "r2r_slack_ns": 5.31,
  "dr.first_iter.drc_count": 123,
  "min_to": "monostable_output",
  "async_flop_share_pct": 0,
  "fp_util_pct": 42.2,
  "total_power_mw": 0.476,
  "reg2reg_to": "counter[26]",
  "dr.pass1.iters": 4,
  "drive_gt1_share_pct": 12.3,
  "place_congestion": 0.906,
  "fmax_mhz": 219,
  "whs_path_depth": 1,
  "top_area_share_pct": 36.8,
  "postCtsSetupRepairBufs": 0,
  "hold_class": "flop to flop",
  "slew_headroom_pct": 51.8,
  "grt_max_degree": 26,
  "cp-startpoint": "N[23]",
  "via_per_inst": 5.83,
  "setup_tns_ns": 0,
  "ys_ff": 30,
  "clkSlewWorstSetupHoldPaths_ns": 0.07,
  "min-delay-start": "monostable_input_old",
  "fill_cells": 544,
  "worstMarginPinSlew_ns": 0.721,
  "syn_area_per_cell_um2": 9.14,
  "num_antenna_cells": 0,
  "rr_worst_depth": 12,
  "top_area_cell": "edfxtp_1",
  "grt.overflow.total": 0,
  "outcome": "completed",
  "rows": 27,
  "area_leaders": "edfxtp_1 37%, nor2_1 5.7%, xnor2_1 4.8%, a21oi_1 4.7%, o21ai_0 3.0%",
  "setup_viol": 0,
  "flop_area_um2": 891,
  "io-pin-count": 31,
  "cts_made_buffers": 5,
  "track_usage_pct": 22.3,
  "fp.dieW_um": 78.9,
  "holdBufCountCts": 0,
  "fin_crit_ns": 4.56
}
## stage by stage
stage / hold WS [ns] / instance area [um2] / setup slack (ns)
after floorplan: 0.494 / 2370 / 5.25
after global placement: 0.497 / 2740 / 4.19
after detailed placement: 0.504 / 2740 / 4.14
after CTS: 0.514 / 2850 / 4.43
after global routing: 0.531 / 2850 / 4.23
final: 0.513 / 2850 / 4.44
## worst max path at each step
| stage | to | slack [ns] | cells past startpoint |
|---|---|---|---|
| after CTS | counter[26] | 4.43 | 8 |
| after global routing | counter[27] | 4.23 | 8 |
| final | counter[26] | 4.44 | 8 |
## report_power, final
part	switching, mW	internal (mW)
clock network	0.0562	0.0814
registers	0.0345	0.189
logic	0.0593	0.0555
total	0.150	0.326
## area by class of cell
class                      instances  share of cell area, %
tap                               72                   3.16
clock buffer                       5                   2.42
multi-input combinational        214                   49.6
timing repair buffer              32                   11.1
inverter                           8                   1.05
clock inverter                     3                   1.41
sequential                        30                   31.3
## placed cells by master, fill, tap and decap left out, drive strengths merged, types with 3 or more instances in the layout
cell,instances
or3,7
inv,8
nand2,15
nor2,36
edfxtp,29
a211oi,3
xnor2,13
o22ai,3
o31ai,6
clkbuf,5
nor3,17
nand3,8
a21oi,22
and2,3
mux2i,3
xor2,4
nand4,5
o21ai,14
o211ai,4
nor4,11
o2111ai,4
nor2b,3
a31oi,3
o311ai,3
clkdlybuf4s50,30
or2,3
## registers in the layout (all words and copies together), names as in the netlist
signal                count
monostable_output         1
monostable_input_old      1
counter                  28
## cell families after synthesis
logic type / count (synthesis) / synth area share, %
AND-OR/OR-AND: 74 / 22.0
XOR/XNOR: 17 / 6.29
adder cells (fa/ha/maj): 1 / 0.528
buffers and inverters: 15 / 2.75
flip-flops: 30 / 37.6
multiplexers: 3 / 1.27
AND/OR/NAND/NOR: 119 / 29.5
## per-layer routing
layer	share of wire, %	global-route usage (%)
met1	50	37.1
met2	43	32.7
met3	5.3	3.38
met4	1.4	2.73
met5	0	0
## worst max-delay path: stages
cell	delay, ns
clkdlybuf4s50_1	0.49
nor4_2	0.40
nand4_1	0.29
nor3_4	0.68
nand2b_1	0.40
o2111ai_1	0.20
nor3_1	0.24
xnor2_1	0.09
